File: design/flow/run.sh
#!/bin/bash
# OpenROAD 26Q1-2900-gdf79404cd8, Yosys 0.63+post, stock flow scripts
make -C /OpenROAD-flow-scripts/flow DESIGN_CONFIG=/design/flow/config.mk WORK_HOME=/design/flow/orfs finish
File: design/flow/design.v
package types_pkg;
typedef struct packed {logic start, fg_opto, phase, wire_sensor, detector_ready;} input_signals_t;
typedef struct packed {logic detonator_triggered, output_trigger, valid_scenario; logic [7:0] scenario_state;} output_signals_t;
typedef struct packed {integer FG_OPEN_DELAY, DETECTOR_READY_TIMEOUT, PHASE_SHIFT, DETONATE_LEN, TRIGGER_LEN;} parameters_t;
typedef enum byte {SELF_TEST, EXPERIMENT, CALIBRATION, EXPERIMENT_PHASE, CALIBRATION_PHASE} variants_t;
endpackage
import types_pkg::*;
module fsm_experiment(
	input  clock, reset,
	input  input_signals_t  in,
	input  parameters_t     par,
	output output_signals_t out
);
reg[31:0] counter = '0;
reg[1:0] start_history = 0; 
reg[1:0] fg_history = 0; 
reg[1:0] wire_history = 0;
logic detonator_triggered_reg = '0;
logic output_trigger_reg    = '0;
assign out.output_trigger = output_trigger_reg;
assign out.detonator_triggered = detonator_triggered_reg;
enum logic [7:0] {IDLE, FG_WAIT_OPTO, FG_WAIT_OPEN, DETONATE, WIRE_TRIGGER, TRIGGER_PROLONG, DETECTOR_BUSY, DETECTOR_WAIT, DETECTOR_FINISHED} state;
assign out.scenario_state [7:0] = {'0, state [3:0]};
assign out.valid_scenario = 1;
always @(posedge clock) begin
	start_history[1:0] = {start_history[0], in.start}; 
    fg_history[1:0] = {fg_history[0], in.fg_opto};
	wire_history[1:0] = {wire_history[0], in.wire_sensor};
	if (reset) begin
		state <= IDLE;
		{detonator_triggered_reg, output_trigger_reg, counter} <= '0;
	end else
	case (state)
		IDLE: begin
			if (start_history == 2'b01) 
				state <= FG_WAIT_OPTO;
		end
		FG_WAIT_OPTO: begin
			if (fg_history == 2'b01) begin
				state <= FG_WAIT_OPEN;
                counter <= '0;
            end
		end
		FG_WAIT_OPEN: begin
			if (counter < par.FG_OPEN_DELAY)
				counter <= counter + 1;
            else begin
				state <= DETONATE;
				counter <= 0;
			end
		end
		DETONATE: begin
			if (counter < par.DETONATE_LEN) begin
				detonator_triggered_reg <= '1;
				counter <= counter + 1;
			end
			else begin
				detonator_triggered_reg <= '0;
				state <= WIRE_TRIGGER;
                counter <= 0;
			end
	   end
		WIRE_TRIGGER: begin
			if (wire_history == 2'b01) begin
                state <= TRIGGER_PROLONG;
                counter <= 0;
			end
		end
        TRIGGER_PROLONG: begin
			if (counter < par.TRIGGER_LEN) begin
                output_trigger_reg <= '1;
				counter <= counter + 1;
			end 
            else begin
                output_trigger_reg <= 0;
				state <= DETECTOR_BUSY;
			end
		end
        DETECTOR_BUSY: begin
            if (~in.detector_ready) begin
                state <= DETECTOR_WAIT;
			end
        end
		DETECTOR_WAIT: begin
			if ((counter < par.DETECTOR_READY_TIMEOUT) && (~in.detector_ready))
				counter <= counter + 1;
			else begin
				state <= DETECTOR_FINISHED;
				output_trigger_reg <= '0;
				counter <= 0;
			end
		end
		DETECTOR_FINISHED: begin
            if (in.start == '0)
                state <= IDLE;
		end
		default:
			state <= IDLE;
    endcase
end
endmodule
File: design/flow/constraint.sdc
current_design fsm_experiment

set clk_period 9.1
set clk_io_pct 0.2

create_clock -name clk0 -period $clk_period [get_ports {clock}]

set non_clock_inputs [all_inputs -no_clocks]
set_input_delay [expr $clk_period * $clk_io_pct] -clock clk0 $non_clock_inputs
set_output_delay [expr $clk_period * $clk_io_pct] -clock clk0 [all_outputs]
File: design/flow/config.mk
export PLATFORM = sky130hd
export DESIGN_NAME = fsm_experiment
export DESIGN_NICKNAME = fsm_experiment
export VERILOG_FILES = /design/flow/design.v
export SDC_FILE = /design/flow/constraint.sdc
export NUM_CORES = 4
export LEC_CHECK = 1
export CORE_UTILIZATION = 40
export SYNTH_HDL_FRONTEND = slang
==> reports/metrics.sh <==
YS_ASYNC_SR_FRACTION_PCT=0
SYN-INSTANCE-COUNT=731
DRIVE_GT1_SHARE_PCT=3.364
GRT_START_MAX_NET_PINS=24
FLOORPLAN.CORE_UTIL_PCT=40.86
FINALMAXSLEWVIOLATIONS=0
SYNTH.TOP_CELL.AREA_SHARE_PCT=28.90
SYNTH.YOSYS.WARNINGS=0
WORST-PATH-MAX-FANOUT=17
POWER.SWITCHING_W=0.0002424
GRTUSAGETOTAL_PCT=21.54
YS_SEQ_SHARE_PCT=15.17
NETLIST.TOP_CELL.BY_AREA='ha_1'
WORST_SETUP_PATH_END_KIND='flop'
CRIT_PATH_START='par[53]'
CLOCK_TREE.HTREE_LEVEL_COUNT=2
REGISTERS.TOP_BY_FF_COUNT='counter'
TRITONCTS='built'
SYN-CELL-AREA_UM2=5411
P_LEAK_nW=3.531
P_PER_AREA_nW_PER_UM2=95.72
FLOP_CELL='dfxtp_1'
POWER.SHARE.SWITCHING_PCT=35.83
TIMING_HOLD_VIOLATIONS_FINAL=0
POWER.INTERNAL_W=0.0004340
GLOBALROUTEOVERFLOWTOTAL=0
ANTENNA-DIODE-COUNT=0
TOTAL_PLACED_CELLS_INCLUDING_TAP_CELLS=1030
CRIT_END='counter[31]'
SEQ_POWER_SHARE_PCT=30.2
CTS_REPAIR_RESIZE_COUNT=0
POST_SYNTH.CELL_AREA_AVG_UM2=7.403
CP.ARRIVAL_PS=5380
XORS_XNORS_BY_AREA_PCT=0
P_R_AREA_GROWTH_VS_SYN_PCT=30.59
PATH_CLK_SLEW_PS=60
SETUP_SLACK_PS=3929
PLACEMENT.IO_BUFFERS=139
NUMBER_OF_FLOPS_MAPPED_TO_ENABLE_CELLS_BY_YOSYS=0
GP_CONGESTION=0.8635
MAXSLEWHEADROOM_PCT=42.07
POST_SYNTH_MAIN_LOGIC_FAMILY='adder cells'
POST_CTS.REPAIR.SETUP_BUFFERS=0
REGISTER_AREA_UM2=820.8
SETUP.REG_TO_REG.WORST_SLACK_PS=5380
LARGEST_REGISTER_FFS=32
YOSYSCELLCOUNT=731
YOSYS.AREA_SHARE.SIMPLE_PCT=19.38
CLOCK-SINKS=41
ROW_COUNT=42
TIMING_WORST_SLEW_PIN_VALUE_PS=868.9
LAYOUT_TOP_CELL='clkdlybuf4s50_1'
ROOT_BUFFER='clkbuf_16'
TRITONCTS.NUM_BUFFERS=5
LAYOUT.CELLS.MOST_COMMON_LIST='clkdlybuf4s50_1 (139), inv_1 (133), ha_1 (125)'
POSTROUTEANTENNANETS=0
DETAIL_ROUTE.WIRELENGTH_UM=15010
FINAL_INSTANCE_COUNT_EXCL_FILLERS=1038
ROUTE.DETAILED.VIAS_PER_INST=5.175
HEIGHT_OF_THE_DIE_UM=118.3
MIN_PATH_TYPE='flop to flop'
LOG.WARNING_COUNT=58
SETUP_VIOLATORS_FINAL=0
CLKLATENCYLATEPIN_PS=280
RSZ_0062_RAISED_AFTER_GLOBAL_ROUTING='false'
SYNTH_FLOP_COUNT=41
CLOCK_SKEW_PS=7.315
MIN_PERIOD_OVER_PERIOD_PCT=56.83
YS_SH_AOI_PCT=22.77
ROUTEDWLPERCELL_UM=14.46
DETAILEDROUTE.FIRSTPASSITERATIONCOUNT=4
HPWL_UM=12000
RUN_STATUS='completed'
R2R.WORST_PATH.CELLS=11
FILLCELLCOUNT=1215
DR_TOTAL_VIAS=5372
MUX_SHARE_PCT=1.688
ANTENNA_FOUND_INITIAL=0
CLOCK_POWER_SHARE_PCT=25.6
CHIPWIDTH_UM=118.3
R2R-END='counter[31]'
VIA_COUNT_OF_THE_FIRST_GLOBAL_ROUTING_PASS=5017
DIE_AREA_UM2=14000
BIGGESTREGSBYFLOPS='counter: 32 flops, state: 4 flops'
TIMING.HOLD.WORST.START='output_trigger_reg'
LAYOUT.CORE_UTILIZATION_PCT=53.36
SYNTHADDERAREAFRAC_PCT=28.90
YOSYSUNIQUECELLTYPES=62
CTS_BUFFER_DEPTH=2
POST-ROUTE-MIN-PERIOD_PS=5171
SETUP_CRIT_PATH_KIND='input port to flop'
CRIT_PATH_START_KIND='input port'
TIMING.MAX_CAP.VIOLATIONS=0
DRC=0
FINAL-COMB-AREA_UM2=3955
FMAX_GHz=0.1934
GLOBAL_ROUTE_WIRE_LENGTH_BEFORE_REPAIR_UM=24050
CTS_HOLD_BUFFERS=0
AREA_LEADERS='ha_1 (29%), dfxtp_1 (15%), inv_1 (9.2%)'
COMBINATIONAL_SHARE_OF_POWER_PCT=44.2
CP_DATA_REQUIRED_TIME_PS=9310
PIN_COUNT=178
PLACEABLECOREAREA_UM2=13240
FIN_SETUP_TNS_PS=0
YS_AREA_UM2=5411
CRIT-REG2REG-LAUNCH='counter[17]'
DR.FIRST_ITER.DRC_COUNT=321
VDD.IR_DROP.WORST_mV=0.07488
DP_SLACK_PS=3621
[final cells by class]
class | instances | share of cell area (%)
multi-input cells | 536 | 55.97
inverters | 133 | 7.064
well taps | 176 | 3.116
clock inverters | 3 | 0.2479
flip-flops and latches | 41 | 11.61
repair buffers | 144 | 20.22
clock buffers | 5 | 1.771
[cells in the mapped netlist, types with 10 or more instances]
cell type and count:
nor2_1 38, ha_1 125, nand3_1 26, dfxtp_1 41, o21ai_1 11, buf_4 10
nand2_1 63, a211oi_1 13, a21o_1 17, nand4_1 27, a21oi_1 64, inv_1 133
nor3_1 14, o21ai_0 30
[critical path: stages]
cell             delay, ps
clkdlybuf4s50_1        460
inv_1                   40
ha_1                   290
a21o_1                 160
a21o_1                 160
a221oi_1               440
o41ai_1                150
buf_4                  170
o22a_1                 490
a211oi_4               590
buf_4                  330
nand4_1                110
mux2i_1                140
[metal layers]
metal / track usage, % / part of all wire [%] / vias up
met5: 0 / 0 / -
li1: - / - / 2847
met1: 30.69 / 49 / 2362
met4: 3.926 / 1.6 / 0
met3: 2.411 / 4.8 / 12
met2: 35.63 / 45 / 151
[metrics by stage]
| stage | power, W | area, um2 | hold slack (ps) |
|---|---|---|---|
| final | 0.0006764 | 7067 | 489.4 |
| after global routing | 0.0007202 | 7067 | 518.2 |
| after CTS | 0.0006806 | 7067 | 492.8 |
| after detailed placement | 0.0005033 | 6924 | 482.6 |
| after global placement | 0.0004998 | 6924 | 480.1 |
| after floorplan | 0.0003985 | 5423 | 454.5 |
[logic make-up (layout without fill, tap and decap cells)]
kind of cell / count (synthesis) / count (layout)
AND-OR/OR-AND: 187 / 187
multiplexers: 9 / 9
adder cells (fa/ha/maj): 125 / 125
AND/OR/NAND/NOR: 210 / 210
buffers and inverters: 157 / 285
other: 2 / 5
flip-flops: 41 / 41
[power by group through the flow]
stage	Sequential (W)	Clock [W]	Combinational, W
CTS	0.000204	0.000179	0.000298
finish	0.000205	0.000173	0.000299
global route	0.000207	0.000183	0.000331
[worst min-delay path by stage]
stage                              to  slack, ps  cells after the start
global route  detonator_triggered_reg        520                      2
finish             output_trigger_reg        490                      2
CTS                output_trigger_reg        490                      2
Power figures rest on the tool's default switching activity, not on a simulated workload.
