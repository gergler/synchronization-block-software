==> design/flow/design.v <==
package types_pkg;
typedef struct packed {logic start, fg_opto, phase, wire_sensor, detector_ready;} input_signals_t;
typedef struct packed {logic detonator_triggered, output_trigger, valid_scenario; logic [7:0] scenario_state;} output_signals_t;
typedef struct packed {integer FG_OPEN_DELAY, DETECTOR_READY_TIMEOUT, PHASE_SHIFT, DETONATE_LEN, TRIGGER_LEN;} parameters_t;
typedef enum byte {SELF_TEST, EXPERIMENT, CALIBRATION, EXPERIMENT_PHASE, CALIBRATION_PHASE} variants_t;
endpackage
import types_pkg::*;
module fsm_calibration_phase(
    input  clock, reset,
    input  input_signals_t  in,
    input  parameters_t     par,
    output output_signals_t out
);
logic output_trigger;
assign out.output_trigger = output_trigger;
reg[31:0] counter = 0;
reg[1:0] start_history = 0; 
reg[1:0] phase_history = 0; 
reg[1:0] fg_history = 0; 
enum logic [7:0] {IDLE, FG_WAIT_OPTO, FG_WAIT_OPEN, WAIT_PHASE_FRONT, WAIT_PHASE_DELAY, TRIGGER_PROLONG} state;
assign out.scenario_state = {'0, state [2:0]};
assign out.valid_scenario = 1;
always @(posedge clock) begin
    start_history[1:0] = {start_history[0], in.start}; 
    phase_history[1:0] = {phase_history[0], in.phase};
    fg_history[1:0] = {fg_history[0], in.fg_opto};
	if (reset) begin
		state <= IDLE;
		counter <= 0;
        output_trigger <= 0;
	end
	case (state)
		IDLE: begin
			if (start_history == 2'b01) 
				state <= FG_WAIT_OPTO;
		end
		FG_WAIT_OPTO: begin
			if (fg_history == 2'b01)
				state <= FG_WAIT_OPEN;
            counter <= 0;
		end
		FG_WAIT_OPEN: begin
			if (counter < par.FG_OPEN_DELAY)
				counter <= counter + 1;
			else begin
				state <= WAIT_PHASE_FRONT;
                counter <= 0;
			end
		end
        WAIT_PHASE_FRONT: begin
            if (phase_history == 2'b01) 
                state <= WAIT_PHASE_DELAY;
            counter <= 0;
        end
        WAIT_PHASE_DELAY: begin
            if (counter < par.PHASE_SHIFT)
				counter <= counter + 1;
			else begin
				state <= TRIGGER_PROLONG;
                counter <= 0;
			end
		end
		TRIGGER_PROLONG: begin
			if (counter < par.TRIGGER_LEN) begin
				counter <= counter + 1;
                output_trigger <= 1;
			end 
            else begin
                output_trigger <= 0;
				state <= IDLE;
			end
		end
		default:
			state <= IDLE;
    endcase
end
endmodule
==> design/flow/run.sh <==
#!/bin/bash
# OpenROAD 26Q1-2900-gdf79404cd8, Yosys 0.63+post, stock flow scripts
make -C /OpenROAD-flow-scripts/flow DESIGN_CONFIG=/design/flow/config.mk WORK_HOME=/design/flow/orfs finish
==> design/flow/config.mk <==
export PLATFORM = sky130hd
export DESIGN_NAME = fsm_calibration_phase
export DESIGN_NICKNAME = fsm_calibration_phase
export VERILOG_FILES = /design/flow/design.v
export SDC_FILE = /design/flow/constraint.sdc
export NUM_CORES = 4
export LEC_CHECK = 1
export CORE_UTILIZATION = 50
export SYNTH_HDL_FRONTEND = slang
==> design/flow/constraint.sdc <==
current_design fsm_calibration_phase

set clk_period 6.3
set clk_io_pct 0.2

create_clock -name clk0 -period $clk_period [get_ports {clock}]

set non_clock_inputs [all_inputs -no_clocks]
set_input_delay [expr $clk_period * $clk_io_pct] -clock clk0 $non_clock_inputs
set_output_delay [expr $clk_period * $clk_io_pct] -clock clk0 [all_outputs]
==> changes_impl.md <==
### Metrics

* Maxcap violations at 0
* Post-synth ARST share at 0
* Sink Count at 44
* Commonest Layout Cell: inv_1
* OpenROAD warnings at 92
* Post-DRT Antenna Nets at 0
* Root buffer cell: clkbuf_8
* Total placed instance area at 5820 um2
* Slew @ Worst Pin at 0.903 ns
* Drt wl/cell at 13.2 um
* CTS tree: built
* Die X at 99.1 um
* Crit path DRT at 6.53 ns
* # Cells Yosys at 625
* Cell row count at 35
* Cell variety after synth at 54
* Period minus WS final at 4.49 ns
* Via/cell ratio at 5.34
* Io pins at 178
* Cell area after synthesis at 4710 um2
* Synthesized registers at 44
* DP HPWL at 9.14 mm
* YS warnings at 1
* Worst Setup Slack post-DPL at 1.57 ns
* Fp util at 0.512
* Hold Crit Class: register to register
* Post-Route WL at 11.0 mm
* Cycle use final at 0.713
* LEAKAGE at 2.88 nW
* Final hold slack at 0.547 ns
* Skew final at 0.00619 ns
* First-pass DRT Iterations at 6
* Setup CP Type: primary input to register
* Routability cong. at 0.904
* Port buffer count at 104
* Final setup margin at 1.81 ns
* Layout cells sized above 1 at 0.0412
* PD cells at 97.5 nW/um2
* Setup crit end kind: register
* Syn Area/Cell at 7.54 um2
* First-pass GRT wire length at 19.1 mm
* Overflow after GRT at 0
* Peak VDD IR at 87.5 uV
* RSZ-0062 raised after global routing: no
* H-tree levels at 2
* Clock Path Buffers at 2
* Setup bufs post-CTS at 0
* Post-synth EDFFs at 1
* Vias in the first global route at 4,266
* Final Cell Area at 5900 um2
* Setup TNS at 0 ns
* Overall routing resource usage at 0.243
* Register share after synthesis at 0.189
* Clock transition at path regs at 0.08 ns
* Outcome: finished clean
* Final count of negative-setup-slack endpoints at 0
* Area Overhead vs Synth at 25.1%
* Cts repair resizes at 0
* CP Max Fanout at 27
* Worst EP arrival at 4.72 ns
* Number of remaining DRC errors at 0
* Slew Limit Fails at 0
* Num CTS Buffers at 5
* Relative slew slack at 0.398
* Cell count after synthesis at 625
* Via Count at 4,481
* Antenna violations before repair at 0
* Initial DRC count at 126
* Startpoint type of the worst setup path: primary input
* Chip area in the Yosys report at 4710 um2
* Antenna diode count at 0
* Largest net degree at the start of global routing at 31
* Chip area at 9820 um2
* Most frequent cells in the layout: inv_1 (112), clkdlybuf4s50_1 (104), ha_1 (94)
* Worst-Skew Late Latency at 0.29 ns
* Placeable Area at 9200 um2
* F_max at 223 MHz
* # hold bufs at CTS at 0
* Final hold violations at 0
* Die boundary height at 99.1 um
* Commonest flop: dfxtp_1
## worst paths after layout
path               start          end  slack [ns]  cells after the start
min          counter[31]  counter[31]        0.55                      2
min reg2reg  counter[31]  counter[31]        0.55                      2
max             par[149]   counter[9]        1.81                     12
max reg2reg  counter[21]   counter[9]        2.74                     10
## critical path: stages
cell and delay, ns:
clkdlybuf4s50_1 0.46, inv_1 0.04, ha_1 0.29, a21o_1 0.16, a221o_1 0.34, a221oi_1 0.61
o2111ai_1 0.27, nand2_1 0.15, a221o_2 0.47, buf_4 0.40, nand4_1 0.14, mux2i_1 0.13
## state kept, by name (all words and copies together) (netlist names)
register and cells:
output_trigger 1, phase_history 1, fg_history 1, state 8, start_history 1, counter 32
## report_power, final
group / switching [mW] / internal (mW)
registers: 0.000719 / 0.282
clock network: 0.0946 / 0.0755
logic: 0.0451 / 0.0775
## per-stage QoR
step / total power, mW / utilization / std cells
after floorplan: 0.341 / - / 635
after detailed placement: 0.412 / 0.632 / 832
final: 0.575 / 0.641 / 839
after global routing: 0.606 / 0.641 / 839
after global placement: 0.409 / 0.632 / 832
after CTS: 0.583 / 0.641 / 839
## synthesized netlist by cell type, drive strengths merged, types with 13 or more instances
master / number / area [um2]
nand2: 51 / 191
mux2i: 13 / 130
ha: 94 / 1180
nand3: 36 / 180
dfxtp: 43 / 861
a21oi: 61 / 343
buf: 19 / 135
o21ai: 23 / 115
inv: 112 / 420
nand4: 21 / 131
nor3: 16 / 85.1
nor2: 23 / 86.3
## logic make-up (layout without fill, tap and decap cells)
logic type / Yosys count / after routing / share of synthesized area
adders and majority gates: 94 / 94 / 0.250
AOI/OAI and AO/OA: 140 / 140 / 0.193
other: 2 / 12 / 0.00159
muxes: 13 / 13 / 0.0276
DFF: 44 / 44 / 0.189
buffers and inverters: 133 / 226 / 0.119
and+or+nand+nor: 199 / 199 / 0.220
## final cells by class
class / count / area [um2]
timing repair buffer: 107 / 1060
sequential: 44 / 891
multi-input combinational: 458 / 3300
inverter: 112 / 420
fill: 821 / 3300
clock inverter: 2 / 11.3
tap: 111 / 139
clock buffer: 5 / 68.8
## per-layer routing
layer,vias up,GRT usage,share of wire
li1,2401,-,-
met1,1968,0.330,0.47
met2,99,0.428,0.47
met3,13,0.0310,0.049
met4,0,0.0385,0.013
met5,-,0,0
Power and IR drop assume default switching activity.
