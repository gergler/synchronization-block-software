### flow/design.v
package types_pkg;
typedef struct packed {logic start, fg_opto, phase, wire_sensor, detector_ready;} input_signals_t;
typedef struct packed {logic detonator_triggered, output_trigger, valid_scenario; logic [7:0] scenario_state;} output_signals_t;
typedef struct packed {integer FG_OPEN_DELAY, DETECTOR_READY_TIMEOUT, PHASE_SHIFT, DETONATE_LEN, TRIGGER_LEN;} parameters_t;
typedef enum byte {SELF_TEST, EXPERIMENT, CALIBRATION, EXPERIMENT_PHASE, CALIBRATION_PHASE} variants_t;
endpackage
import types_pkg::*;
module fsm_experiment_phase(
	input  clock, reset,
	input  input_signals_t  in,
	input  parameters_t     par,
	output output_signals_t out
);
reg[31:0] counter = '0;
reg[1:0] start_history = 0; 
reg[1:0] phase_history = 0; 
reg[1:0] fg_history = 0; 
reg[1:0] wire_history = 0;
reg detonator_triggered_reg = '0;
reg output_trigger_reg    = '0;
assign out.output_trigger = output_trigger_reg;
assign out.detonator_triggered = detonator_triggered_reg;
enum logic [7:0] {IDLE, FG_WAIT_OPTO, FG_WAIT_OPEN, DETONATE, WIRE_TRIGGER, WAIT_PHASE_FRONT, WAIT_PHASE_DELAY, TRIGGER_PROLONG, DETECTOR_BUSY, DETECTOR_WAIT, DETECTOR_FINISHED} state;
assign out.scenario_state [7:0] = {'0, state [3:0]};
assign out.valid_scenario = 1;
always @(posedge clock) begin
	start_history[1:0] = {start_history[0], in.start}; 
    phase_history[1:0] = {phase_history[0], in.phase};
    fg_history[1:0] = {fg_history[0], in.fg_opto};
	wire_history[1:0] = {wire_history[0], in.wire_sensor};
	if (reset) begin
		state <= IDLE;
		{detonator_triggered_reg, output_trigger_reg, counter} <= '0;
	end else
	case (state)
		IDLE: begin
			if (start_history == 2'b01) 
				state <= FG_WAIT_OPTO;
		end
		FG_WAIT_OPTO: begin
			if (fg_history == 2'b01) begin
				state <= FG_WAIT_OPEN;
                counter <= '0;
            end
		end
		FG_WAIT_OPEN: begin
			if (counter < par.FG_OPEN_DELAY)
				counter <= counter + 1;
            else begin
				state <= DETONATE;
				counter <= 0;
			end
		end
		DETONATE: begin
			if (counter < par.DETONATE_LEN) begin
				detonator_triggered_reg <= '1;
				counter <= counter + 1;
			end
			else begin
				detonator_triggered_reg <= '0;
				state <= WIRE_TRIGGER;
                counter <= 0;
			end
	   end
		WIRE_TRIGGER: begin
			if (wire_history == 2'b01) begin
                state <= WAIT_PHASE_FRONT;
			end
		end
        WAIT_PHASE_FRONT: begin
            if (phase_history == 2'b01) begin
                state <= WAIT_PHASE_DELAY;
				counter <= 0;
			end
        end
        WAIT_PHASE_DELAY: begin
            if (counter < par.PHASE_SHIFT)
				counter <= counter + 1;
			else begin
                output_trigger_reg <= '1;
				state <= TRIGGER_PROLONG;
                counter <= 0;
			end
		end
        TRIGGER_PROLONG: begin
			if (counter < par.TRIGGER_LEN) begin
				counter <= counter + 1;
			end 
            else begin
                output_trigger_reg <= 0;
				state <= DETECTOR_BUSY;
			end
		end
        DETECTOR_BUSY: begin
            if (~in.detector_ready) begin
                state <= DETECTOR_WAIT;
			end
        end
		DETECTOR_WAIT: begin
			if ((counter < par.DETECTOR_READY_TIMEOUT) && (~in.detector_ready))
				counter <= counter + 1;
			else begin
				state <= DETECTOR_FINISHED;
				output_trigger_reg <= '0;
				counter <= 0;
			end
		end
		DETECTOR_FINISHED: begin
            if (in.start == '0)
                state <= IDLE;
		end
		default:
			state <= IDLE;
    endcase
end
endmodule
### flow/run.sh
#!/bin/bash
# OpenROAD 26Q1-2900-gdf79404cd8, Yosys 0.63+post, stock flow scripts
make -C /OpenROAD-flow-scripts/flow DESIGN_CONFIG=/design/flow/config.mk WORK_HOME=/design/flow/orfs finish
### flow/config.mk
export PLATFORM = sky130hd
export DESIGN_NAME = fsm_experiment_phase
export DESIGN_NICKNAME = fsm_experiment_phase
export VERILOG_FILES = /design/flow/design.v
export SDC_FILE = /design/flow/constraint.sdc
export NUM_CORES = 4
export LEC_CHECK = 1
export CORE_UTILIZATION = 30
export SYNTH_HDL_FRONTEND = slang
### flow/constraint.sdc
current_design fsm_experiment_phase

set clk_period 7.0
set clk_io_pct 0.2

create_clock -name clk0 -period $clk_period [get_ports {clock}]

set non_clock_inputs [all_inputs -no_clocks]
set_input_delay [expr $clk_period * $clk_io_pct] -clock clk0 $non_clock_inputs
set_output_delay [expr $clk_period * $clk_io_pct] -clock clk0 [all_outputs]
==> flow_summary.yaml <==
# physical design summary
synthesis:
  synth_area_mm2: 0.00623
  avgSynthCellArea_um2: 7.45
  ys.flop_type: "dfxtp_1"
  synth_cells: 836
  largest_area_cell: "ha_1"
  ys.flops: 42
  ys_top_cells_by_count: "inv_1 (164), ha_1 (156), nand2_1 (78)"
  yosysChipArea_mm2: 0.00623
  top_cell: "inv_1"
  ys_seq_share_pct: 13.5
  synth.distinct_cells: 64
  topCellsByArea: "ha_1 (31%), dfxtp_1 (14%), inv_1 (9.9%)"
  yosys_cells: 836
  yosysWarnings: 0
  async_reset_ff_share_pct: 0
  edf_count: 0
  yosysTopAreaCellShare_pct: 31.3
layout:
  largest_registers: "counter (32), state (4)"
  regMostFlops: "counter"
  postLayoutCellArea_mm2: 0.00836
  drive_gt1_share_pct: 3.10
  area_growth_pct: 34.2
  utilization_pct: 41.2
  fillers: 2098
  largest_register_ffs: 32
final_timing:
  setup_viol: 0
  finalClockSkew_ps: 16.2
  setup_tns_ps: 0
  slew_headroom_pct: 52.2
  worst-slew-pin-transition_ps: 712
  period_needed_ps: 4770
  fin_ws_ps: 2230
  max_freq_mhz: 210
  hold_violations: 0
  rsz0062_at_grt: "false"
  finalMaxSlewViolations: 0
  post-route-period-util_pct: 68.2
drt:
  wl_per_cell_um: 14.9
  drt_iter0_markers: 284
  drtPass1Iterations: 5
  via_per_inst: 4.92
  antenna_cells: 0
  vias: 6259
  routed_wl_mm: 18.9
  antenna_left: 0
  drc: 0
floorplan:
  die_h_um: 146
  core_util_floorplan_pct: 30.7
  die_x_um: 146
  core_mm2: 0.0203
  die_area_mm2: 0.0213
  rows: 52
  ios: 178
grt:
  grt_pass1_vias: 6022
  gr-total-overflow: 0
  grt_antenna_before_repair: 0
  grt_pass1_wl_mm: 30.5
  grt_max_degree: 30
  track_usage_pct: 18.0
pwr:
  power_switching_mw: 0.342
  leakage_nw: 4.06
  swShare_pct: 36.8
  p_per_area_mw_per_mm2: 111
  p_clk_share_pct: 26.4
  seq_power_share_pct: 30.6
  comb_power_share_pct: 43.0
  internal_power_mw: 0.588
  p_total_mw: 0.930
  peakVddDrop_v: 0.000107
worst_setup_path:
  endpoint_kind: "flop"
  critPathMostFrequentCell: "buf_4"
  cp_slowest_cell: "o41ai_1"
  required_ps: 7150
  worst-path-max-fanout: 29
  cp_cell_sequence: "clkdlybuf4s50_1 > inv_1 > ha_1 > nand4_1 > o311a_1 > o41ai_1 > a211oi_1 > o41a_1 > buf_4 > nand3_2 > buf_4 > o311ai_1"
  critPathKind: "in -> reg"
  critical_path.max_stage_delay_ps: 630
  r2r_setup_slack_ps: 3200
  cp.arrival_ps: 4920
  cp-start-kind: "primary input"
status:
  status: "finished, final reports clean"
placement:
  gp_congestion: 0.852
  dp_hpwl_mm: 15.2
  place_ws_ps: 2020
  placedInstanceArea_mm2: 0.00820
  portBuffers: 172
worst_hold_path:
  hold_path_class: "reg -> reg"
cts:
  h-tree-depth: 2
  cts_tree: "built"
  hold_buffers: 0
  insertion_delay_ps: 300
  cts_resized: 0
  path_clk_slew_ps: 60
  ctsRootBufferMaster: "clkbuf_16"
  clockBufferDepth: 2
  post-cts-setup-buffers: 0
  cts.sinks: 42
  cts-buffers-inserted: 5
job:
  warnings: 25
  drv_cap: 0
-- worst paths after layout --
check | startpoint | endpoint | cells past startpoint
max | par[135] | counter[11]$_SDFFE_PP0P_ | 12
min | detonator_triggered_reg$_SDFFE_PP0P_ | detonator_triggered_reg$_SDFFE_PP0P_ | 2
max reg2reg | counter[7]$_SDFFE_PP0P_ | counter[11]$_SDFFE_PP0P_ | 10
min reg2reg | detonator_triggered_reg$_SDFFE_PP0P_ | detonator_triggered_reg$_SDFFE_PP0P_ | 2
-- kinds of logic (layout without fill, tap and decap cells) --
kind of cell             count (synthesis)  in the layout  synth area share, %
other                                    2              5                0.121
AND/OR/NAND/NOR                        254            254                 20.9
flip-flops                              42             42                 13.5
multiplexers                             3              3                0.482
AND-OR/OR-AND                          193            193                 21.7
buffers and inverters                  186            348                 12.0
adder cells (fa/ha/maj)                156            156                 31.3
-- worst max-delay path, delay by kind of cell --
family	cells	cell delay, ps
buf+inv	4	1090
compound gates	5	1910
simple gates	2	210
fa+ha+maj	1	300
-- per-layer routing --
metal / routed length (um) / global-route usage (%)
met1: 9660 / 27.1
met2: 8060 / 28.3
met3: 818 / 1.94
met4: 387 / 3.13
met5: 0 / 0
-- layout make-up --
type / count / area, um2 / area share (%)
clock buffer: 5 / 125 / 1.50
clock inverter: 3 / 28.8 / 0.344
inverter: 164 / 616 / 7.37
multi-input combinational: 611 / 4660 / 55.7
sequential: 42 / 841 / 10.1
tap: 270 / 338 / 4.04
timing repair buffer: 176 / 1750 / 21.0
-- per-stage QoR --
stage | hold slack (ps) | std cells
3_3_place_gp | 486 | 1263
6_report | 498 | 1271
2_1_floorplan | 458 | 839
4_1_cts | 502 | 1271
3_5_place_dp | 486 | 1263
5_1_grt | 549 | 1271
-- cell usage in the layout (no fill, tap or decap), types with 9 or more instances in the layout --
cell type        instances
a21o_1                  10
nand3_1                 38
nor2_1                  31
dfxtp_1                 42
a211oi_1                11
a22oi_1                 10
nor4_1                   9
nand4_1                 28
clkdlybuf4s50_1        172
o21ai_0                 23
or3_1                    9
nor3_1                  10
inv_1                  164
o311ai_1                15
ha_1                   156
nand2_1                 78
a21oi_1                 57
-- power by group through the flow --
stage	registers, mW	logic [mW]	clock network (mW)
after CTS	0.285	0.399	0.249
final	0.285	0.400	0.246
after global routing	0.288	0.439	0.260
No activity file was given, so power comes from the tool's default toggle rates.
